**flow/config.mk**
```make
export PLATFORM = sky130hd
export DESIGN_NAME = router
export DESIGN_NICKNAME = router
export VERILOG_FILES = /design/flow/design.v
export SDC_FILE = /design/flow/constraint.sdc
export NUM_CORES = 4
export LEC_CHECK = 1
export CORE_UTILIZATION = 40
```
**flow/run.sh**
```bash
#!/bin/bash
# OpenROAD 26Q1-2900-gdf79404cd8, Yosys 0.63+post, stock flow scripts
make -C /OpenROAD-flow-scripts/flow DESIGN_CONFIG=/design/flow/config.mk WORK_HOME=/design/flow/orfs finish
```
**flow/design.v**
```verilog
`timescale 1ns/1ps
module base10_alu #(
  parameter LAT_DEC = 1,   
  parameter LAT_BIN = 6,   
  parameter LAT_DUO = 6    
)(
  input  wire        clk,
  input  wire        rst,
  input  wire        start,
  input  wire [3:0]  opcode,
  input  wire [15:0] a,
  input  wire [15:0] b,
  output reg         busy,
  output reg         done,
  output reg  [31:0] result
);
  reg [7:0] countdown;
  wire [7:0] lat_sel =
      ((opcode>=4'd3) && (opcode<=4'd5)) ? LAT_DEC :
      ((opcode<=4'd2) ? LAT_BIN : LAT_DUO);
  wire [31:0] res_bin =
      (opcode==4'd0)   ? (a + b) :
      (opcode==4'd1)   ? (a - b) :
      (opcode==4'd2)   ? (a * b) :
      (opcode==4'd3)   ? (a + b) :
      (opcode==4'd4)   ? (a - b) :
      (opcode==4'd5) ? (a * 16'd10) :
      (opcode==4'd6) ? (a + b) :
      (opcode==4'd7) ? (a - b) :
      (opcode==4'd8)  ? (a * 16'd3) : 32'd0;
  always @(posedge clk) begin
    if (rst) begin
      busy <= 1'b0; done <= 1'b0; countdown <= 8'd0; result <= 32'd0;
    end else begin
      done <= 1'b0;
      if (start && !busy) begin
        busy      <= 1'b1;
        countdown <= (lat_sel==0) ? 1 : lat_sel;
      end else if (busy) begin
        if (countdown > 8'd1) begin
          countdown <= countdown - 8'd1;
        end else begin
          busy   <= 1'b0;
          done   <= 1'b1;
          result <= res_bin;
        end
      end
    end
  end
endmodule
`timescale 1ns/1ps
module base12_alu #(
  parameter LAT_DUO = 1,   
  parameter LAT_BIN = 6,   
  parameter LAT_DEC = 8    
)(
  input  wire        clk,
  input  wire        rst,
  input  wire        start,
  input  wire [3:0]  opcode,
  input  wire [15:0] a,
  input  wire [15:0] b,
  output reg         busy,
  output reg         done,
  output reg  [31:0] result
);
  reg [7:0] countdown;
  wire [7:0] lat_sel =
      ((opcode>=4'd6) && (opcode<=4'd8)) ? LAT_DUO :
      ((opcode<=4'd2) ? LAT_BIN : LAT_DEC);
  wire [31:0] res_bin =
      (opcode==4'd0)   ? (a + b) :
      (opcode==4'd1)   ? (a - b) :
      (opcode==4'd2)   ? (a * b) :
      (opcode==4'd3)   ? (a + b) :
      (opcode==4'd4)   ? (a - b) :
      (opcode==4'd5) ? (a * 16'd10) :
      (opcode==4'd6) ? (a + b) :
      (opcode==4'd7) ? (a - b) :
      (opcode==4'd8)  ? (a * 16'd3) : 32'd0;
  always @(posedge clk) begin
    if (rst) begin
      busy <= 1'b0; done <= 1'b0; countdown <= 8'd0; result <= 32'd0;
    end else begin
      done <= 1'b0;
      if (start && !busy) begin
        busy      <= 1'b1;
        countdown <= (lat_sel==0) ? 1 : lat_sel;
      end else if (busy) begin
        if (countdown > 8'd1) begin
          countdown <= countdown - 8'd1;
        end else begin
          busy   <= 1'b0;
          done   <= 1'b1;
          result <= res_bin;
        end
      end
    end
  end
endmodule
`timescale 1ns/1ps
module base2_alu #(
  parameter LAT_BIN = 1,   
  parameter LAT_DEC = 8,   
  parameter LAT_DUO = 6    
)(
  input  wire        clk,
  input  wire        rst,
  input  wire        start,
  input  wire [3:0]  opcode,
  input  wire [15:0] a,
  input  wire [15:0] b,
  output reg         busy,
  output reg         done,
  output reg  [31:0] result
);
  reg [7:0] countdown;
  wire [7:0] lat_sel =
      (opcode <= 4'd2) ? LAT_BIN :
      ((opcode <= 4'd5) ? LAT_DEC : LAT_DUO);
  wire [31:0] res_bin =
      (opcode==4'd0)   ? (a + b) :
      (opcode==4'd1)   ? (a - b) :
      (opcode==4'd2)   ? (a * b) :
      (opcode==4'd3)   ? (a + b) :
      (opcode==4'd4)   ? (a - b) :
      (opcode==4'd5) ? (a * 16'd10) :
      (opcode==4'd6) ? (a + b) :
      (opcode==4'd7) ? (a - b) :
      (opcode==4'd8)  ? (a * 16'd3) : 32'd0;
  always @(posedge clk) begin
    if (rst) begin
      busy <= 1'b0; done <= 1'b0; countdown <= 8'd0; result <= 32'd0;
    end else begin
      done <= 1'b0;
      if (start && !busy) begin
        busy      <= 1'b1;
        countdown <= (lat_sel==0) ? 1 : lat_sel;
      end else if (busy) begin
        if (countdown > 8'd1) begin
          countdown <= countdown - 8'd1;
        end else begin
          busy   <= 1'b0;
          done   <= 1'b1;
          result <= res_bin;
        end
      end
    end
  end
endmodule
`timescale 1ns/1ps
module router #(
  parameter B2_LAT_BIN  = 1, B2_LAT_DEC  = 8, B2_LAT_DUO  = 6,
  parameter B10_LAT_DEC = 1, B10_LAT_BIN = 6, B10_LAT_DUO = 6,
  parameter B12_LAT_DUO = 1, B12_LAT_BIN = 6, B12_LAT_DEC = 8
)(
  input  wire        clk,
  input  wire        rst,
  input  wire        start,
  input  wire [1:0]  cond_sel,
  input  wire [3:0]  opcode,
  input  wire [15:0] op_a,
  input  wire [15:0] op_b,
  output reg         busy,
  output reg         done,
  output reg  [31:0] result
);
  wire [1:0] forced =
      (cond_sel==2'd0) ? 2'd0 :
      (cond_sel==2'd1) ? 2'd1 :
      (cond_sel==2'd2) ? 2'd2 : 2'd3;
  wire [1:0] routed =
      (forced!=2'd3) ? forced :
      (opcode <= 4'd2)     ? 2'd0 :
      (opcode <= 4'd5)   ? 2'd1 :
                                    2'd2;
  reg  start_b2, start_b10, start_b12;
  wire busy_b2, done_b2;   wire [31:0] res_b2;
  wire busy_b10, done_b10; wire [31:0] res_b10;
  wire busy_b12, done_b12; wire [31:0] res_b12;
  base2_alu #(.LAT_BIN(B2_LAT_BIN), .LAT_DEC(B2_LAT_DEC), .LAT_DUO(B2_LAT_DUO)) u_b2(
    .clk(clk), .rst(rst), .start(start_b2), .opcode(opcode), .a(op_a), .b(op_b),
    .busy(busy_b2), .done(done_b2), .result(res_b2)
  );
  base10_alu #(.LAT_DEC(B10_LAT_DEC), .LAT_BIN(B10_LAT_BIN), .LAT_DUO(B10_LAT_DUO)) u_b10(
    .clk(clk), .rst(rst), .start(start_b10), .opcode(opcode), .a(op_a), .b(op_b),
    .busy(busy_b10), .done(done_b10), .result(res_b10)
  );
  base12_alu #(.LAT_DUO(B12_LAT_DUO), .LAT_BIN(B12_LAT_BIN), .LAT_DEC(B12_LAT_DEC)) u_b12(
    .clk(clk), .rst(rst), .start(start_b12), .opcode(opcode), .a(op_a), .b(op_b),
    .busy(busy_b12), .done(done_b12), .result(res_b12)
  );
  localparam S_IDLE=0, S_RUN=1, S_WAIT=2;
  reg [1:0] st;
  always @(posedge clk) begin
    if (rst) begin
      st <= S_IDLE; busy <= 1'b0; done <= 1'b0;
      start_b2 <= 1'b0; start_b10 <= 1'b0; start_b12 <= 1'b0;
      result <= 32'd0;
    end else begin
      done <= 1'b0;
      start_b2 <= 1'b0; start_b10 <= 1'b0; start_b12 <= 1'b0;
      case (st)
        S_IDLE: begin
          if (start) begin
            busy <= 1'b1;
            if (routed==2'd0) start_b2  <= 1'b1;
            if (routed==2'd1) start_b10 <= 1'b1;
            if (routed==2'd2) start_b12 <= 1'b1;
            st <= S_WAIT;
          end
        end
        S_WAIT: begin
          if ( (routed==2'd0 && done_b2) ||
               (routed==2'd1 && done_b10) ||
               (routed==2'd2 && done_b12) ) begin
            result <= (routed==2'd0) ? res_b2 : (routed==2'd1 ? res_b10 : res_b12);
            done   <= 1'b1;
            busy   <= 1'b0;
            st     <= S_IDLE;
          end
        end
        default: st <= S_IDLE;
      endcase
    end
  end
endmodule
```
**flow/constraint.sdc**
```tcl
current_design router

set clk_period 11.0
set clk_io_pct 0.2

create_clock -name clk0 -period $clk_period [get_ports {clk}]

set non_clock_inputs [all_inputs -no_clocks]
set_input_delay [expr $clk_period * $clk_io_pct] -clock clk0 $non_clock_inputs
set_output_delay [expr $clk_period * $clk_io_pct] -clock clk0 [all_outputs]
```
==> reports/results.tsv <==
metric	value	unit
status	finished clean	
Avg WL per Cell	19.4	um
Mapped Area	19500	um^2
clk root buf	clkbuf_16	
layout cell share with drive strength beyond 1	4.81	%
initial core utilization	40.7	%
die height	223	um
Top cell excl fill/tap	inv_1	
Slew @ Worst Pin	0.902	ns
MI comb area	14600	um^2
residual DRC count	0	
final WL	58.7	mm
DRT Pass-1 Iters	5	
Area Growth Syn to Fin	9.83	%
f_max	109	MHz
H-tree Lvls	4	
top_reg_cell synth	dfxtp_1	
register share after synthesis	16.9	%
Leak	0.00935	uW
Pwr Total	4960	uW
Core Rows	80	
synthesized netlist cell count	2384	
postcts setup bufs	0	
Yosys Warn Count	4	
final slew viol count	0	
Top Layout Cells	inv_1, nand2_1, fa_1	
register area	3300	um^2
Clk pin slew, worst setup/hold paths	0.06	ns
worst clock skew	0.0127	ns
Main area contributors	fa_1, dfxtp_1, ha_1	
IO Port Bufs	74	
CTS Hold Buffers Added	0	
TritonCTS Sinks	165	
clock period minus worst slack	9.18	ns
crit path DRT	11.31	ns
CP Capture Type	flip-flop	
clock tree buffer depth	2	
pin count of the biggest net entering global routing	62	
vias in the first global route	16600	
critical-path maximum fanout	15	
global-route wire length before repair	93.6	mm
core area	47900	um^2
Worst EP arrival	9.49	ns
Via density	5.60	
Hold Fails Final Rpt	0	
register bit total from synthesis	165	
Chip Width	223	um
initial antenna violation count	0	
RSZ-0062 raised after global routing	false	
maximum vdd drop	0.387	mV
CTS tree	built	
Die ar.	49600	um^2
number of flops mapped to enable cells by yosys	0	
Yosys top cell by area	fa_1	
number of DRC markers in iteration 0	1149	
Top-area cell share	20.3	%
hpwl dp	44.8	mm
I/O pin cnt	75	
final instance area	21400	um^2
Worst R2R Setup Slack	7.90	ns
diode count	0	
YS chip area	19500	um^2
Syn Area/Cell	8.18	um^2
slew margin rel.	39.6	%
Vias	17000	
yosys cell count	2384	
final period utilization	83.4	%
Worst-Skew Late Latency	0.42	ns
total congestion overflow	0	
Num CTS Buffers	17	
setup_tns	0	ns
Min-Delay Path Class	flip-flop to flip-flop	
Synth cell types	90	
Tot GR Track Use	25.1	%
Post-synth ARST share	0	%
Area after DPL	20900	um^2
Layout fillers	4543	
crit path launch type	input port	
cts repair resizes	0	
Worst Setup Path Type	input port to flip-flop	
OpenROAD warnings	45	
max-cap violation count	0	
ANT nets after route	0	
Pwr Density	232	nW/um^2
RD Place Congestion	1.03	
final setup fails	0	
## cells in the mapped netlist (14+ instances only)
library cell	count
a21oi_1	166
nor3_1	41
o21ai_0	107
nand3_1	24
inv_1	288
dfxtp_1	165
o22ai_1	14
xor2_1	25
and2_1	98
nand2_1	258
a22o_1	61
ha_1	186
nor4_1	21
nor2b_1	14
xnor2_1	56
nor2_1	187
a21o_1	31
clkbuf_1	93
a211oi_1	64
fa_1	198
a31oi_1	14
nand2b_1	23
o21a_1	23
## layout make-up
cell class                      instances  share of cell area [%]
Clock inverter                         13                   0.596
Timing Repair Buffer                  118                    4.95
Clock buffer                           18                    2.05
Inverter                              290                    5.08
Multi-Input combinational cell       1809                    68.3
Sequential cell                       165                    15.4
Tap cell                              615                    3.59
## sequential cells by signal (all words and copies together), names as in the netlist, 2 cells and up
name and count:
st 2, result 32, u_b10.countdown 8, u_b2.result 32, u_b12.result 32, u_b2.countdown 8
u_b12.countdown 8, u_b10.result 32
## logic make-up after synthesis
logic type	count (synthesis)	synth area share, %
AOI/OAI and AO/OA	599	20.7
xor gates and xnor gates	81	3.64
adders and majority gates	384	32.3
buffers and inverters	410	8.11
DFF	165	16.9
muxes	8	0.430
and+or+nand+nor	737	18.0
## power by group
part           leakage (uW)  total (uW)  internal [uW]  switching (uW)
combinational       0.00775        3780           1420            2360
sequential          0.00133         615            609            6.58
clock              0.000263         568            320             248
total               0.00935        4960           2350            2620
## worst max-delay path: stages
cell and delay, ns:
clkdlybuf4s50_1 0.46, buf_4 0.27, ha_1 0.42, inv_1 0.19
fa_1 0.56, inv_1 0.05, fa_1 0.51, inv_1 0.06
fa_1 0.53, inv_1 0.05, fa_1 0.38, fa_1 0.51
inv_1 0.05, fa_1 0.47, inv_1 0.04, ha_1 0.38
nand4_1 0.17, nor2_1 0.20, o211ai_1 0.19, a211oi_1 0.73
nor3_1 0.22, o31a_1 0.35, o21ai_0 0.14, nand3b_1 0.13
a22o_1 0.22
## stage by stage
stage | hold WS [ns] | util, % | worst slack [ns] | cells
after detailed placement | 0.444 | 43.5 | 1.42 | 2997
after CTS | 0.456 | 44.7 | 1.85 | 3028
after global routing | 0.476 | 44.7 | 1.54 | 3028
after floorplan | 0.401 | - | 2.99 | 2384
final | 0.453 | 44.7 | 1.82 | 3028
after global placement | 0.438 | 43.5 | 1.54 | 2997
## final timing paths
| kind | from | end | cells after the start |
|---|---|---|---|
| setup / recovery | op_b[7] | u_b2.result[31]$_SDFFE_PP0P_ | 25 |
| hold / removal | result[11]$_SDFFE_PP0P_ | result[11]$_SDFFE_PP0P_ | 2 |
| setup reg to reg | u_b10.countdown[2]$_SDFFE_PP0P_ | u_b10.result[30]$_SDFFE_PP0P_ | 9 |
| hold reg to reg | result[11]$_SDFFE_PP0P_ | result[11]$_SDFFE_PP0P_ | 2 |
## per-layer routing
layer | global-route usage, % | wire length, um | up-vias
met5 | 0 | 0 | -
met4 | 5.47 | 1520 | 0
met3 | 6.40 | 4920 | 77
li1 | - | - | 8158
met2 | 38.2 | 26200 | 591
met1 | 36.8 | 26000 | 8134
Power figures rest on the tool's default switching activity, not on a simulated workload.
