==> flow/design.v <==
`timescale 1ns/1ps
module base10_alu #(
  parameter LAT_DEC = 1,   
  parameter LAT_BIN = 6,   
  parameter LAT_DUO = 6    
)(
  input  wire        clk,
  input  wire        rst,
  input  wire        start,
  input  wire [3:0]  opcode,
  input  wire [15:0] a,
  input  wire [15:0] b,
  output reg         busy,
  output reg         done,
  output reg  [31:0] result
);
  reg [7:0] countdown;
  wire [7:0] lat_sel =
      ((opcode>=4'd3) && (opcode<=4'd5)) ? LAT_DEC :
      ((opcode<=4'd2) ? LAT_BIN : LAT_DUO);
  wire [31:0] res_bin =
      (opcode==4'd0)   ? (a + b) :
      (opcode==4'd1)   ? (a - b) :
      (opcode==4'd2)   ? (a * b) :
      (opcode==4'd3)   ? (a + b) :
      (opcode==4'd4)   ? (a - b) :
      (opcode==4'd5) ? (a * 16'd10) :
      (opcode==4'd6) ? (a + b) :
      (opcode==4'd7) ? (a - b) :
      (opcode==4'd8)  ? (a * 16'd3) : 32'd0;
  always @(posedge clk) begin
    if (rst) begin
      busy <= 1'b0; done <= 1'b0; countdown <= 8'd0; result <= 32'd0;
    end else begin
      done <= 1'b0;
      if (start && !busy) begin
        busy      <= 1'b1;
        countdown <= (lat_sel==0) ? 1 : lat_sel;
      end else if (busy) begin
        if (countdown > 8'd1) begin
          countdown <= countdown - 8'd1;
        end else begin
          busy   <= 1'b0;
          done   <= 1'b1;
          result <= res_bin;
        end
      end
    end
  end
endmodule
`timescale 1ns/1ps
module base12_alu #(
  parameter LAT_DUO = 1,   
  parameter LAT_BIN = 6,   
  parameter LAT_DEC = 8    
)(
  input  wire        clk,
  input  wire        rst,
  input  wire        start,
  input  wire [3:0]  opcode,
  input  wire [15:0] a,
  input  wire [15:0] b,
  output reg         busy,
  output reg         done,
  output reg  [31:0] result
);
  reg [7:0] countdown;
  wire [7:0] lat_sel =
      ((opcode>=4'd6) && (opcode<=4'd8)) ? LAT_DUO :
      ((opcode<=4'd2) ? LAT_BIN : LAT_DEC);
  wire [31:0] res_bin =
      (opcode==4'd0)   ? (a + b) :
      (opcode==4'd1)   ? (a - b) :
      (opcode==4'd2)   ? (a * b) :
      (opcode==4'd3)   ? (a + b) :
      (opcode==4'd4)   ? (a - b) :
      (opcode==4'd5) ? (a * 16'd10) :
      (opcode==4'd6) ? (a + b) :
      (opcode==4'd7) ? (a - b) :
      (opcode==4'd8)  ? (a * 16'd3) : 32'd0;
  always @(posedge clk) begin
    if (rst) begin
      busy <= 1'b0; done <= 1'b0; countdown <= 8'd0; result <= 32'd0;
    end else begin
      done <= 1'b0;
      if (start && !busy) begin
        busy      <= 1'b1;
        countdown <= (lat_sel==0) ? 1 : lat_sel;
      end else if (busy) begin
        if (countdown > 8'd1) begin
          countdown <= countdown - 8'd1;
        end else begin
          busy   <= 1'b0;
          done   <= 1'b1;
          result <= res_bin;
        end
      end
    end
  end
endmodule
`timescale 1ns/1ps
module base2_alu #(
  parameter LAT_BIN = 1,   
  parameter LAT_DEC = 8,   
  parameter LAT_DUO = 6    
)(
  input  wire        clk,
  input  wire        rst,
  input  wire        start,
  input  wire [3:0]  opcode,
  input  wire [15:0] a,
  input  wire [15:0] b,
  output reg         busy,
  output reg         done,
  output reg  [31:0] result
);
  reg [7:0] countdown;
  wire [7:0] lat_sel =
      (opcode <= 4'd2) ? LAT_BIN :
      ((opcode <= 4'd5) ? LAT_DEC : LAT_DUO);
  wire [31:0] res_bin =
      (opcode==4'd0)   ? (a + b) :
      (opcode==4'd1)   ? (a - b) :
      (opcode==4'd2)   ? (a * b) :
      (opcode==4'd3)   ? (a + b) :
      (opcode==4'd4)   ? (a - b) :
      (opcode==4'd5) ? (a * 16'd10) :
      (opcode==4'd6) ? (a + b) :
      (opcode==4'd7) ? (a - b) :
      (opcode==4'd8)  ? (a * 16'd3) : 32'd0;
  always @(posedge clk) begin
    if (rst) begin
      busy <= 1'b0; done <= 1'b0; countdown <= 8'd0; result <= 32'd0;
    end else begin
      done <= 1'b0;
      if (start && !busy) begin
        busy      <= 1'b1;
        countdown <= (lat_sel==0) ? 1 : lat_sel;
      end else if (busy) begin
        if (countdown > 8'd1) begin
          countdown <= countdown - 8'd1;
        end else begin
          busy   <= 1'b0;
          done   <= 1'b1;
          result <= res_bin;
        end
      end
    end
  end
endmodule
`timescale 1ns/1ps
module router_extended #(
  parameter B2_LAT_BIN  = 1, B2_LAT_DEC  = 8, B2_LAT_DUO  = 6,
  parameter B10_LAT_DEC = 1, B10_LAT_BIN = 6, B10_LAT_DUO = 6,
  parameter B12_LAT_DUO = 1, B12_LAT_BIN = 6, B12_LAT_DEC = 8
)(
  input  wire        clk,
  input  wire        rst,
  input  wire        start,
  input  wire [2:0]  cond_sel,
  input  wire [3:0]  opcode,
  input  wire [15:0] op_a,
  input  wire [15:0] op_b,
  output reg         busy,
  output reg         done,
  output reg  [31:0] result
);
  localparam [1:0] ROUTE_SENTINEL = 2'd3;
  wire [1:0] forced_target = (cond_sel <= 3'd2) ? cond_sel[1:0] : ROUTE_SENTINEL;
  wire [1:0] full_router_target =
      (opcode <= 4'd2)   ? 2'd0 :
      (opcode <= 4'd5) ? 2'd1 :
                                  2'd2;
  localparam [1:0] DUO_FALLBACK_TARGET = (B10_LAT_DUO <= B2_LAT_DUO) ? 2'd1 : 2'd0;
  wire [1:0] router_210_target =
      (opcode <= 4'd2)   ? 2'd0 :
      (opcode <= 4'd5) ? 2'd1 :
                                  DUO_FALLBACK_TARGET;
  wire [1:0] routed_target =
      (forced_target != ROUTE_SENTINEL) ? forced_target :
      (cond_sel == 3'd3) ? full_router_target :
      (cond_sel == 3'd4) ? router_210_target :
                           full_router_target;  
  reg  start_b2, start_b10, start_b12;
  wire busy_b2, done_b2;   wire [31:0] res_b2;
  wire busy_b10, done_b10; wire [31:0] res_b10;
  wire busy_b12, done_b12; wire [31:0] res_b12;
  base2_alu #(.LAT_BIN(B2_LAT_BIN), .LAT_DEC(B2_LAT_DEC), .LAT_DUO(B2_LAT_DUO)) u_b2(
    .clk(clk), .rst(rst), .start(start_b2), .opcode(opcode), .a(op_a), .b(op_b),
    .busy(busy_b2), .done(done_b2), .result(res_b2)
  );
  base10_alu #(.LAT_DEC(B10_LAT_DEC), .LAT_BIN(B10_LAT_BIN), .LAT_DUO(B10_LAT_DUO)) u_b10(
    .clk(clk), .rst(rst), .start(start_b10), .opcode(opcode), .a(op_a), .b(op_b),
    .busy(busy_b10), .done(done_b10), .result(res_b10)
  );
  base12_alu #(.LAT_DUO(B12_LAT_DUO), .LAT_BIN(B12_LAT_BIN), .LAT_DEC(B12_LAT_DEC)) u_b12(
    .clk(clk), .rst(rst), .start(start_b12), .opcode(opcode), .a(op_a), .b(op_b),
    .busy(busy_b12), .done(done_b12), .result(res_b12)
  );
  localparam S_IDLE=0, S_WAIT=1;
  reg [0:0] st;
  always @(posedge clk) begin
    if (rst) begin
      st <= S_IDLE; busy <= 1'b0; done <= 1'b0;
      start_b2 <= 1'b0; start_b10 <= 1'b0; start_b12 <= 1'b0;
      result <= 32'd0;
    end else begin
      done <= 1'b0;
      start_b2 <= 1'b0; start_b10 <= 1'b0; start_b12 <= 1'b0;
      case (st)
        S_IDLE: begin
          if (start) begin
            busy <= 1'b1;
            if (routed_target==2'd0) start_b2  <= 1'b1;
            if (routed_target==2'd1) start_b10 <= 1'b1;
            if (routed_target==2'd2) start_b12 <= 1'b1;
            st <= S_WAIT;
          end
        end
        S_WAIT: begin
          if ( (routed_target==2'd0 && done_b2) ||
               (routed_target==2'd1 && done_b10) ||
               (routed_target==2'd2 && done_b12) ) begin
            result <= (routed_target==2'd0) ? res_b2 :
                      (routed_target==2'd1) ? res_b10 :
                                              res_b12;
            done   <= 1'b1;
            busy   <= 1'b0;
            st     <= S_IDLE;
          end
        end
      endcase
    end
  end
endmodule
==> flow/run.sh <==
#!/bin/bash
# OpenROAD 26Q1-2900-gdf79404cd8, Yosys 0.63+post, stock flow scripts
make -C /OpenROAD-flow-scripts/flow DESIGN_CONFIG=/design/flow/config.mk WORK_HOME=/design/flow/orfs finish
==> flow/config.mk <==
export PLATFORM = sky130hd
export DESIGN_NAME = router_extended
export DESIGN_NICKNAME = router_extended
export VERILOG_FILES = /design/flow/design.v
export SDC_FILE = /design/flow/constraint.sdc
export NUM_CORES = 4
export LEC_CHECK = 1
export CORE_UTILIZATION = 50
==> flow/constraint.sdc <==
current_design router_extended

set clk_period 17.9
set clk_io_pct 0.2

create_clock -name clk0 -period $clk_period [get_ports {clk}]

set non_clock_inputs [all_inputs -no_clocks]
set_input_delay [expr $clk_period * $clk_io_pct] -clock clk0 $non_clock_inputs
set_output_delay [expr $clk_period * $clk_io_pct] -clock clk0 [all_outputs]
==> flow_summary.ini <==
; yosys + openroad results
[run_status]
status = complete, no violations

[global_routing]
track_usage_pct = 33.0
overflow = 0
grt_max_degree = 75
antenna_found_initial = 0
grt_pass1_wl_um = 99300
first_global_vias = 17633

[setup_path]
reg2reg_from = u_b12.countdown[2]
startpoint = op_b[6]
cp-end-kind = flop
worstPathCellList = clkdlybuf4s50_1 > ha_1 > fa_1 > inv_1 > fa_1 > fa_1 > inv_1 > fa_1 > fa_1 > inv_1 > fa_1 > inv_1 > ha_1 > a21oi_1 > o21ai_1 > a221o_1 > a41o_1 > a211oi_2 > o21ai_1 > o31ai_1 > o41ai_2
crit_family = adder cells
endpoint = u_b2.result[31]
cp_data_arrival_time_ns = 10.67
rrSetupSlack_ns = 15.17
cp_max_fo = 15
path_class = input port to flop
critical-path-slowest-cell = clkdlybuf4s50_1
reg2reg_depth = 8
crit_buf_inv = 5
crit_top_cell = fa_1
critPathLaunchType = input port
rr_endpoint = u_b12.result[27]
slowest_delay_ns = 0.86
cp.required_ns = 18.18
path_depth = 21

[clock_tree]
worstSkewPairLatency_ns = 0.42
cts_setup_buffers = 0
hold_buffers = 0
cts_resized = 0
cts_tree = yes
cts_sinks = 164
htree_num_levels = 4
cts_inserted_buffers = 17
clockBufferDepth = 2
clk_pin_slew_ns = 0.06
root_buffer = clkbuf_16

[cells_and_area]
comb_area_um2 = 15000
seq_area_um2 = 3280
final_area_um2 = 21600
drive_gt1_share_pct = 4.90
syn2layout_area_growth_pct = 8.49
fillCellCount = 3584

[synth]
synth_warnings = 4
top_cell = nand2_1
edf_count = 0
ys.flops = 164
synth_chip_area_um2 = 19900
ff_type = dfxtp_1
top_cell_area_share_pct = 19.9
ys_seq_share_pct = 16.5
yosys_cells = 2473
async_flop_share_pct = 0
syn_avg_cell_area_um2 = 8.05
synth_area_leader_cell = fa_1
yosys-top-cells-area = fa_1, dfxtp_1, ha_1
ys_top_cells_by_count = nand2_1, inv_1, a21oi_1
syn_area_um2 = 19900
ys_types = 97
syn_inst = 2473

[final_timing]
max_slew_margin_pct = 42.9
rsz0062_at_grt = no
slew_violations = 0
hold_viol_final = 0
skew_ns = 0.00588
setup_viol = 0
period_minus_slack_ns = 10.39
period_used_pct = 58.1
max_slew.worst_pin.slew_ns = 0.853
tns_ns = 0
fmax_mhz = 96.2

[drt]
drtIter0Drc = 1144
insertedDiodeCount = 0
wl_per_cell_um = 20.3
num_vias = 17427
detail-route-antenna-nets = 0
routed_via_density = 5.80
wl_um = 61100
drc = 0
first_pass_iters = 7

[floorplan]
num_io_pins = 76
dieArea_um2 = 40600
dieHeight_um = 202
num_rows = 72
initCoreUtil_pct = 51.1
core_area_um2 = 39000
floorplan.die.width_um = 202

[place]
portBuffers = 75
place.gp.congestion = 1.05
placed_cell_area_um2 = 21000
hpwlAfterDp_um = 46600

[run]
drv_cap = 0
openroad.warnings = 45

[hold_path]
hp-class = flop to flop
min-delay-start = result[14]

[pwr]
switchingPower_mw = 1.63
combPwrFrac_pct = 77.0
swShare_pct = 51.8
p_clk_share_pct = 11.0
seq_power_share_pct = 12.0
power_density_nw_per_um2 = 146
leakage_nw = 9.42
p_int_mw = 1.52
max-vdd-ir-drop_mv = 0.204
==> worst register-to-register path, stage by stage, from the launching register on <==
cell and delay (ns):
dfxtp_1 0.35, or4_1 0.59, nor4_1 0.48, and2_1 0.21, buf_4 0.37, nand2_1 0.26, inv_1 0.13, nand2b_1 0.12
o21ai_0 0.16
==> how the worst min path moves through the flow <==
stage / endpoint / slack (ns) / cells past startpoint
global route: result[20] / 0.48 / 2
CTS: u_b10.result[25] / 0.45 / 2
finish: result[14] / 0.45 / 2
==> flip-flops by register name, indices dropped and copies added, names as in the netlist <==
register,count
u_b10.countdown,8
start_b10,1
done,1
u_b12.countdown,8
u_b10.done,1
start_b2,1
result,32
u_b10.result,32
u_b12.done,1
u_b2.done,1
u_b2.busy,1
u_b2.countdown,8
u_b12.result,32
u_b2.result,32
st,1
u_b10.busy,1
busy,1
u_b12.busy,1
start_b12,1
==> power by group through the flow <==
stage | combinational [mW] | sequential, mW | clock [mW]
global route | 2.74 | 0.379 | 0.373
finish | 2.42 | 0.378 | 0.347
CTS | 2.43 | 0.378 | 0.354
==> layout by cell type, fill, tap and decap left out, types with 17 or more instances in the layout <==
master / n
o211ai_1: 48
ha_1: 186
nor2_1: 152
clkbuf_16: 17
nor3_1: 30
xor2_1: 32
inv_1: 281
a211oi_1: 35
a21oi_1: 201
clkdlybuf4s50_1: 74
nand2b_1: 21
and2_1: 96
a21o_1: 27
dfxtp_1: 164
mux2i_1: 43
buf_4: 42
o21ai_0: 98
xnor2_1: 46
nand2_1: 369
fa_1: 198
nand3_1: 45
==> per-stage QoR <==
step	cells	power (mW)	utilization (%)	setup slack, ns	hold WS [ns]
detailed placement	2975	2.80	54.0	7.12	0.446
finish	3006	3.15	55.4	7.51	0.452
CTS	3006	3.16	55.4	7.57	0.453
global placement	2975	2.80	54.0	7.17	0.440
global route	3006	3.49	55.4	7.15	0.476
floorplan	2473	2.17	-	8.47	0.422
==> logic make-up after synthesis <==
kind of cell,after synthesis,share of synthesized area (%)
buffers and inverters,419,8.39
AND-OR/OR-AND,590,19.6
adder cells (fa/ha/maj),385,31.6
AND/OR/NAND/NOR,792,18.2
flip-flops,164,16.5
multiplexers,45,2.27
XOR/XNOR,78,3.43
==> cell type report <==
type	count	area share, %
Clock buffer	20	2.07
Clock inverter	11	0.515
Inverter	287	4.99
Multi-Input combinational cell	1890	69.3
Sequential cell	164	15.2
Tap cell	518	3.00
Timing Repair Buffer	116	4.89
==> per-layer routing <==
layer  track usage (%)  routed length [um]  vias up
met5                 0                   0        -
met2              49.7               27000      576
li1                  -                   -     8354
met4              5.49                1230        0
met3              8.58                4980       74
met1              50.3               27800     8423
Power is estimated from default activity; no workload was simulated.
